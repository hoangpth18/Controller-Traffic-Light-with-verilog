==> design/flow/design.v <==
`timescale 1ns / 1ps
module Divide_freg(
    input clk50M,
    input Reset,
    output reg clk1,
    output reg rst
    );
localparam divide_count = 25000000;
reg [31:0]count;
always@(posedge clk50M , posedge Reset)
begin
	if(Reset)
		begin
		clk1 <= 1'b0;
		count <= 32'b0;
		end
	else if(count == divide_count - 1)
		begin
		clk1 <= ~ clk1;
		count <= 32'b0;
		end
	else
	   begin
	   clk1 <= clk1;
	   count <= count + 1 ;
	   end
end
always@(*)
begin
	if(Reset)
		begin
        rst = 1;
		end
	else
	    begin
        rst = 0;
	    end
end
endmodule
module Downcounter(
    input clk1,
    input rst,
    output  reg timeout30,
    output  reg timeout25,
    output reg [4:0] Count
    );
localparam count_timeout25 = 25 ;
localparam count_timeout30 = 30 ;
always@(posedge clk1, posedge rst)
begin
    if(rst)
        begin
        Count <= 5'b0;
        end
    else if (Count == count_timeout30 - 1)
        begin
        Count <= 5'b0;
        end
    else
        begin
        Count <= Count + 1;
        end
end
always@(*)
begin
     if (Count == count_timeout25 - 1)
        begin
        timeout25 = 1;
        end
    else
        begin
         timeout25 = 0;
        end
end
always@(*)
begin
     if (Count == count_timeout30 - 1)
        begin
        timeout30 = 1;
        end
    else
        begin
         timeout30 = 0;
        end
end
endmodule
module Led7seg(
    input LR1,
    input clk1,
    input eLED01,
    input eLED23,
    input [4:0] Count,
    output reg [6:0] hex0,
    output reg [6:0] hex1,
    output reg [6:0] hex2,
    output reg [6:0] hex3
    );
reg [4:0] countled;
reg [3:0] countled1;
reg [3:0] countled2;
always@(posedge clk1) 
begin
    countled  = Count%25;
    countled1 = countled/10;
    countled2 = countled%10;
end
always @(*)
  begin
  if(eLED01) begin
    case(countled2)
      0       :  hex0 <= 7'b0000001;
      1       :  hex0 <= 7'b1001111;
      2       :  hex0 <= 7'b0010010;
      3       :  hex0 <= 7'b0000110;
      4       :  hex0 <= 7'b1001100;
      5       :  hex0 <= 7'b0100100;
      6       :  hex0 <= 7'b0100000;
      7       :  hex0 <= 7'b0001111;
      8       :  hex0 <= 7'b0000000;
      default :  hex0 <= 7'b0000100;
    endcase
    case(countled1)
      0       :  hex1 <= 7'b0000001;
      1       :  hex1 <= 7'b1001111;
      2       :  hex1 <= 7'b0010010;
      3       :  hex1 <= 7'b0000110;
      4       :  hex1 <= 7'b1001100;
      5       :  hex1 <= 7'b0100100;
      6       :  hex1 <= 7'b0100000;
      7       :  hex1 <= 7'b0001111;
      8       :  hex1 <= 7'b0000000;
      default :  hex1 <= 7'b0000100;
    endcase
  end
  end
  always @(*)
  begin
  if(eLED23) begin
    case(countled2)
      0       :  hex2 <= 7'b0000001;
      1       :  hex2 <= 7'b1001111;
      2       :  hex2 <= 7'b0010010;
      3       :  hex2 <= 7'b0000110;
      4       :  hex2 <= 7'b1001100;
      5       :  hex2 <= 7'b0100100;
      6       :  hex2 <= 7'b0100000;
      7       :  hex2 <= 7'b0001111;
      8       :  hex2 <= 7'b0000000;
      default :  hex2 <= 7'b0000100;
    endcase
    case(countled1)
      0       :  hex3 <= 7'b0000001;
      1       :  hex3 <= 7'b1001111;
      2       :  hex3 <= 7'b0010010;
      3       :  hex3 <= 7'b0000110;
      4       :  hex3 <= 7'b1001100;
      5       :  hex3 <= 7'b0100100;
      6       :  hex3 <= 7'b0100000;
      7       :  hex3 <= 7'b0001111;
      8       :  hex3 <= 7'b0000000;
      default :  hex3 <= 7'b0000100;
    endcase
  end
  end
endmodule
module State(
    input clk1,
    input rst,
    input timeout30,
    input timeout25,
    output reg LR1,
    output reg LR2,
    output reg LG1,
    output reg LG2,
    output reg LY1,
    output reg LY2,
    output reg eLED01,
    output reg eLED23
    );
localparam [1:0] 
    NS_go = 2'b00,
    EW_go = 2'b01,
    WaitA  = 2'b10,
    WaitB   =2'b11;
reg[1:0] state_reg, state_next;
always@(posedge clk1, posedge rst)
begin
    if(rst)
        begin
        state_reg <= NS_go;
        end
    else
        begin
        state_reg <= state_next;
        end
end
always@(state_reg,timeout25, timeout30)
begin
    state_next = state_reg;
    LR1=0;LR2=0;LG1=0;LG2=0;LY1=0;LY2=0;    
    case(state_reg)
        NS_go: begin
            LR1=1;LR2=0;LG1=0;LG2=1;LY1=0;LY2=0;
            if(timeout25) begin
                state_next = WaitA;
                end
            else begin
                state_next = NS_go;
                end
        end
        EW_go: begin
            LR1=0;LR2=1;LG1=1;LG2=0;LY1=0;LY2=0;
            if(timeout25) begin
                state_next = WaitB;
            end
            else begin
                state_next = EW_go;
            end
        end
        WaitA: begin
            LR1=0;LR2=0;LG1=0;LG2=0;LY1=1;LY2=1;
            if(timeout30) begin
                state_next = EW_go;
            end
            else begin
                state_next = WaitA;
            end
        end
        WaitB: begin
            LR1=0;LR2=0;LG1=0;LG2=0;LY1=1;LY2=1;
            if(timeout30) begin
                state_next = NS_go;
            end
            else begin
                state_next = WaitB;
            end
        end
    endcase
end
always@(*)begin
    if(rst) begin
        eLED01 = 1'b0;
        eLED23 = 1'b0;
        end
    else begin
        eLED01 = 1'b1;
        eLED23 = 1'b1;
    end
end
endmodule
module Traffic_Light(
    input clk50M,
    input Reset,
    output [6:0] HEX0,
    output [6:0] HEX1,
    output [6:0] HEX2,
    output [6:0] HEX3,
    output LR1,
    output LR2,
    output LG1,
    output LG2,
    output LY1,
    output LY2
    );
wire clk1,rst,timeout25,timeout30,eLED01,eLED23;
wire[4:0] Count;
Divide_freg F1(.clk50M(clk50M),.Reset(Reset),.clk1(clk1),.rst(rst));
Downcounter F2(.clk1(clk1),.rst(rst),.timeout25(timeout25),.timeout30(timeout30),.Count(Count));
State F3(.clk1(clk1),.rst(rst),.timeout25(timeout25),.timeout30(timeout30),.LR1(LR1),.LR2(LR2),.LY1(LY1),.LY2(LY2),.LG1(LG1),.LG2(LG2),.eLED01(eLED01),.eLED23(eLED23));
Led7seg F4(.LR1(LR1),.clk1(clk1),.eLED01(eLED01),.eLED23(eLED23),.Count(Count),.hex0(HEX0),.hex1(HEX1),.hex2(HEX2),.hex3(HEX3));
endmodule
==> design/flow/run.sh <==
#!/bin/bash
# OpenROAD 26Q1-2900-gdf79404cd8, Yosys 0.63+post, stock flow scripts
make -C /OpenROAD-flow-scripts/flow DESIGN_CONFIG=/design/flow/config.mk WORK_HOME=/design/flow/orfs finish
==> design/flow/config.mk <==
export PLATFORM = sky130hd
export DESIGN_NAME = Traffic_Light
export DESIGN_NICKNAME = Traffic_Light
export VERILOG_FILES = /design/flow/design.v
export SDC_FILE = /design/flow/constraint.sdc
export NUM_CORES = 4
export LEC_CHECK = 1
export CORE_UTILIZATION = 40
==> design/flow/constraint.sdc <==
current_design Traffic_Light

set clk_period 3.6
set clk_io_pct 0.2

create_clock -name clk0 -period $clk_period [get_ports {clk50M}]

set non_clock_inputs [all_inputs -no_clocks]
set_input_delay [expr $clk_period * $clk_io_pct] -clock clk0 $non_clock_inputs
set_output_delay [expr $clk_period * $clk_io_pct] -clock clk0 [all_outputs]
==> flow_metrics.tcl <==
# collected from the flow reports
set metrics [dict create \
    pin_count 36 \
    worst_slew_pin_slew_ps 766 \
    drt_wl_total_mm 5.52 \
    ant_nets 0 \
    grt_pass1_wl_mm 9.56 \
    crit_chain "and4_1 > nand3_1 > nor3_1 > and3_1 > nand4_1 > xnor2_1" \
    hold_viol_final 0 \
    cts_resized 0 \
    setup_viol_count_final 0 \
    grt_pass1_vias 2090 \
    grt_remaining_overflow 0 \
    die_x_um 91.5 \
    avgViaCountPerCell 5.18 \
    crit_slowest_cell "nor3_1" \
    portBuffers 33 \
    status "finished, final reports clean" \
    fp_util_pct 41.5 \
    cp.depth 6 \
    dp.cells 443 \
    async_reset_ff_share_pct 63.6 \
    cp_max_fo 6 \
    path_clk_slew_ps 60 \
    netlist_area_mm2 0.00321 \
    post-cts-setup-buffers 0 \
    hold_buffers 0 \
    gp_congestion 0.822 \
    slowest_delay_ps 540 \
    maxCapViolations 0 \
    common_cells "dfrtp_1, nor2_1, nand2_1" \
    final_cell_count_no_fill 450 \
    flop_cell "dfrtp_1" \
    grt_max_degree 43 \
    critical-path-top-delay-family "simple AND/OR/NAND/NOR gates" \
    cts_tree "yes" \
    untimed_endpoints 65 \
    synth-edff-count 0 \
    drc 0 \
    antenna_cells 0 \
    post_drt_wl_per_cell_um 12.3 \
    clock_skew_ps 2.79 \
    ys_ff 66 \
    relSlewSlack_pct 49.0 \
    cp-start-kind "register" \
    fmax_mhz 506 \
    critPathRequiredTime_ps 3760 \
    synth_dominant_cell_count "dfrtp_1" \
    yosysUniqueCellTypes 57 \
    first_iter_violations 105 \
    synth.area.top_cells "dfrtp_1, dfxtp_1, dlxtn_1, ha_1, buf_4" \
    ys_chip_area_mm2 0.00321 \
    firstDrtPassIters 6 \
    area_growth_syn_to_layout_pct 11.8 \
    ys_cells 333 \
    cts_root_buffer "clkbuf_8" \
    grt_usage_pct 14.2 \
    htreeDepth 2 \
    min_path_cells 1 \
    place_hpwl_mm 4.04 \
    vias 2333 \
    p_leak_nw 1.57 \
    drive_gt1_share_pct 4.31 \
    synthCells 333 \
    ys_warn_count 4 \
    setup_tns_ps 0 \
    finalCritPeriodShare_pct 55.0 \
    crit_buf_inv 0 \
    top_area_share_pct 32.0 \
    cellPowerDensity_mw_per_mm2 184 \
    chipArea_mm2 0.00838 \
    crit_type "reg2reg" \
    clk_latency_ps 280 \
    die_h_um 91.5 \
    synth.avg_cell_area_um2 9.63 \
    core_mm2 0.00773 \
    reg2regPathDepth 6 \
    warnings 32 \
    min_period_ps 1980 \
    unclocked_regs 33 \
    vdd_drop_max_v 0.000137 \
    hold_class "reg2reg" \
    yosys.area.top_type "dfrtp_1" \
    end_kind "register" \
    critPathArrivalTime_ps 2140 \
    numCtsBuffers 5 \
    antenna_found_initial 0 \
    grt_setup_unrepaired "false" \
    cts_max_path_buffers 2 \
    reg2reg_slack_ps 1620 \
    slew_violations 0 \
    rows 32 \
]
## power breakdown
part	internal (mW)	switching (mW)
clock	0.151	0.119
sequential	0.376	0
combinational	0.00175	0.0103
## through the flow
stage	utilization, %	total power, mW	setup WS (ps)	area, um2	hold WS [ps]
5_1_grt	46.4	0.684	1440	3590	479
2_1_floorplan	-	0.391	1620	3210	435
3_5_place_dp	45.3	0.395	1620	3500	453
4_1_cts	46.4	0.671	1620	3590	464
6_report	46.4	0.658	1620	3590	461
3_3_place_gp	45.3	0.395	1660	3500	449
## cell usage in the layout (no fill, tap or decap), drive strengths merged, types with 12 or more instances in the layout
cell type	Yosys	layout
clkdlybuf4s50	0	33
dfrtp	41	41
dfxtp	12	12
dlxtn	12	12
ha	12	12
nand2	28	28
nand3	20	20
nor2	35	35
xnor2	15	15
xor2	15	15
## logic make-up after synthesis
logic type               count (synthesis)  share of synthesized area, %
XOR/XNOR                                30                          8.19
multiplexers                             5                          1.72
latches                                 12                          5.62
AND/OR/NAND/NOR                        133                          20.8
AND-OR/OR-AND                           48                          11.7
adder cells (fa/ha/maj)                 12                          4.68
flip-flops                              54                          40.3
other                                    1                         0.117
buffers and inverters                   38                          6.91
## worst reg2reg max path, stage by stage, from the launching register on
cell     delay [ps]
dfrtp_1         420
and4_1          250
nand3_1         120
nor3_1          540
and3_1          270
nand4_1         120
xnor2_1         140
## final cells by class
| cell class | instances | area, um2 |
|---|---|---|
| well taps | 102 | 128 |
| multi-input cells | 230 | 1520 |
| clock buffers | 7 | 86.3 |
| flip-flops and latches | 66 | 1470 |
| inverters | 10 | 37.5 |
| repair buffers | 35 | 345 |
| fillers | 729 | 4140 |
## path summary, 6_finish.rpt
check                        startpoint           end
max                        F1.count[11]  F1.count[30]
min                        F1.count[31]  F1.count[31]
max reg2reg                F1.count[11]  F1.count[30]
min reg2reg                F1.count[31]  F1.count[31]
max in group asynchronous         Reset  F1.count[31]
min in group asynchronous         Reset  F1.count[28]
## metal layers
metal	GRT usage [%]	up-vias	wire length, um
met4	1.19	0	21
met5	0	-	0
met2	21.1	54	2310
met1	24.0	1098	3010
met3	1.70	3	179
li1	-	1178	-
No activity file was given, so power comes from the tool's default toggle rates.
